$ cat ./run.sh
#!/bin/bash
# OpenROAD 26Q1-2900-gdf79404cd8, Yosys 0.63+post, stock flow scripts
make -C /OpenROAD-flow-scripts/flow DESIGN_CONFIG=/design/flow/config.mk WORK_HOME=/design/flow/orfs finish
$ cat ./config.mk
export PLATFORM = sky130hd
export DESIGN_NAME = control_unit
export DESIGN_NICKNAME = control_unit
export VERILOG_FILES = /design/flow/design.v
export SDC_FILE = /design/flow/constraint.sdc
export NUM_CORES = 4
export LEC_CHECK = 1
export CORE_AREA = 10 10 70 70
export DIE_AREA = 0 0 80 80
$ cat ./constraint.sdc
current_design control_unit

set clk_period 2.5
set clk_io_pct 0.2

create_clock -name clk0 -period $clk_period

set non_clock_inputs [all_inputs -no_clocks]
set_input_delay [expr $clk_period * $clk_io_pct] -clock clk0 $non_clock_inputs
set_output_delay [expr $clk_period * $clk_io_pct] -clock clk0 [all_outputs]
$ cat ./design.v
module control_unit (
    input [31:0] instruction,
    output reg branch,
    output reg [1:0] memreg,
    output reg d_wr_e,
    output reg d_rd_e,
    output reg auipc,
    output reg reg_we,
    output reg ALU_in_sel,
    output reg sb, sh, sw,
    output reg lb, lh, lw,
    output reg lbu, lhu,
    output reg jl,
    output reg jlr,
    output i_wr_e,
    output reg [5:0] ALU_op
);
wire [6:0] op_code;
wire [2:0] func3;
wire [6:0] func7;
assign i_wr_e = 1'b0;
assign op_code = instruction[6:0];
assign func3   = instruction[14:12];
assign func7   = instruction[31:25];
localparam I_imm        = 7'b0010011;  
localparam I_load       = 7'b0000011;  
localparam I_jump       = 7'b1100111;  
localparam I_sys        = 7'b1110011;  
localparam R_alu        = 7'b0110011;  
localparam S_mem        = 7'b0100011;  
localparam B_bran       = 7'b1100011;  
localparam J_uncon      = 7'b1101111;  
localparam U_load       = 7'b0110111;  
localparam U_add_up_imm = 7'b0010111;  
always @(*) begin
    if (op_code == R_alu) begin
        case (func3)
            3'b000 : begin
                if (func7 == 7'b0000000) begin
                    ALU_op = 6'b000011;                                         
                end else if (func7 == 7'b0100000) begin
                    ALU_op = 6'b010011;                                        
                end else begin
                    ALU_op = 6'bxxxxxx;
                end
            end
            3'b001 : ALU_op = (func7 == 7'b0000000) ? 6'b001000 : 6'bxxxxxx;    
            3'b010 : ALU_op = (func7 == 7'b0000000) ? 6'b010100 : 6'bxxxxxx;    
            3'b011 : ALU_op = (func7 == 7'b0000000) ? 6'b011011 : 6'bxxxxxx;    
            3'b100 : ALU_op = (func7 == 7'b0000000) ? 6'b000010 : 6'bxxxxxx;    
            3'b101 : begin
                if (func7 == 7'b0000000) begin
                    ALU_op = 6'b001001;                                         
                end else if (func7 == 7'b0100000) begin
                    ALU_op = 6'b001010;                                         
                end else begin
                    ALU_op = 6'bxxxxxx; 
                end
            end
            3'b110 : ALU_op = (func7 == 7'b0000000) ? 6'b000001 : 6'bxxxxxx;     
            3'b111 : ALU_op = (func7 == 7'b0000000) ? 6'b000000 : 6'bxxxxxx;     
            default: ALU_op = 6'bxxxxxx;
        endcase
    end else if (op_code == I_imm) begin
        case (func3)
            3'b000: ALU_op = 6'b000011;                                          
            3'b001: ALU_op = (func7 == 7'b0000000) ? 6'b001000 : 6'bxxxxxx;       
            3'b010: ALU_op = 6'b010100;                                          
            3'b011: ALU_op = 6'b011011;                                          
            3'b100: ALU_op = 6'b000010;                                          
            3'b101: begin
                if (func7 == 7'b0000000) ALU_op = 6'b001001;                     
                else if (func7 == 7'b0100000) ALU_op = 6'b001010;                
                else ALU_op = 6'bxxxxxx;
            end
            3'b110: ALU_op = 6'b000001;                                          
            3'b111: ALU_op = 6'b000000;                                          
            default: ALU_op = 6'bxxxxxx;
        endcase
    end else if (op_code == I_load) begin
        case (func3)
            3'b000: ALU_op = 6'b000011;                                          
            3'b001: ALU_op = 6'b000011;                                          
            3'b010: ALU_op = 6'b000011;                                          
            3'b100: ALU_op = 6'b000011;                                          
            3'b101: ALU_op = 6'b000011;                                          
            default: ALU_op = 6'bxxxxxx;                                         
        endcase
    end else if (op_code == I_jump) begin
        case (func3)
            3'b000: ALU_op = 6'b000011;                                          
            default: ALU_op = 6'bxxxxxx;
        endcase
    end else if (op_code == S_mem) begin
        case (func3)
            3'b000: ALU_op = 6'b000011;                                          
            3'b001: ALU_op = 6'b000011;                                          
            3'b010: ALU_op = 6'b000011;                                          
            default: ALU_op = 6'bxxxxxx;                                         
        endcase
    end else if (op_code == B_bran) begin
        case (func3)
            3'b000: ALU_op = 6'b010110;                                          
            3'b001: ALU_op = 6'b010111;                                          
            3'b100: ALU_op = 6'b010100;                                          
            3'b101: ALU_op = 6'b010101;                                          
            3'b110: ALU_op = 6'b011011;                                          
            3'b111: ALU_op = 6'b011100;                                          
            default: ALU_op = 6'bxxxxxx;
        endcase
    end else if (op_code == J_uncon) begin
        ALU_op =  6'bxxxxxx;                                                     
    end else if (op_code == U_load) begin
        ALU_op =  6'b000011;                                                     
    end else if (op_code == U_add_up_imm) begin
        ALU_op =  6'bxxxxxx;                                                     
    end else begin
        ALU_op = 6'bxxxxxx;
    end
end
always @(*) begin
    branch     = 1'b0;
    memreg     = 2'b00;
    sb         = 1'b0;
    sh         = 1'b0;
    sw         = 1'b0;
    lb         = 1'b0;
    lh         = 1'b0;
    lw         = 1'b0;
    lbu        = 1'b0;
    lhu        = 1'b0;
    jl         = 1'b0;
    jlr        = 1'b0;
    auipc      = 1'b0;
    reg_we     = 1'b0;
    d_wr_e     = 1'b0;
    d_rd_e     = 1'b0;
    ALU_in_sel = 1'b0;
    case (op_code)
        I_imm : begin
            ALU_in_sel = 1'b1;
            reg_we     = 1'b1;
            memreg     = 2'b01;
        end
        I_jump : begin
            jlr        = (func3 == 3'b000);
            reg_we     = (func3 == 3'b000);
            ALU_in_sel = (func3 == 3'b000);
            memreg     = 2'b11;
        end
        I_load : begin
            reg_we     = 1'b1;
            memreg     = 2'b00;
            ALU_in_sel = 1'b1;
            d_rd_e     = 1'b1;
            lb         = (func3 == 3'b000);
            lh         = (func3 == 3'b001);
            lw         = (func3 == 3'b010);
            lbu        = (func3 == 3'b100);
            lhu        = (func3 == 3'b101);
        end
        R_alu : begin
            reg_we     = 1'b1;
            ALU_in_sel = 1'b0;
            memreg     = 2'b01;
        end
        S_mem : begin
            d_wr_e     = 1'b1;  
            sb         = (func3 == 3'b000);
            sh         = (func3 == 3'b001);  
            sw         = (func3 == 3'b010);  
            ALU_in_sel = 1'b1;
        end
        B_bran : begin
            branch = 1'b1;
        end
        J_uncon : begin
            reg_we = 1'b1;
            jl     = 1'b1;
            memreg = 2'b11;
        end
        U_load : begin
            reg_we = 1'b1;
            memreg = 2'b10;
        end
        U_add_up_imm : begin
            ALU_in_sel = 1'b1;
            auipc      = 1'b1;
            reg_we     = 1'b1;
            memreg     = 2'b01;
        end
        default: ;  
    endcase
end
endmodule
==> flow_metrics.py <==
# Physical implementation metrics
metrics = {
    "cells_and_area": {
        "ff_count": 0,
        "drive_above_1_share_pct": 46.53,
        "register_area_sq_um": 0,
        "layout_top_cells": "buf_4 (32), clkdlybuf4s50_1 (14), nor2_1 (10)",
        "syn_to_final_growth_pct": 163.5,
        "fill_cells": 369,
        "layout_top_cell": "buf_4",
        "post-route-util_pct": 34.95,
        "mi_logic_area_sq_um": 509.2,
        "clkbuf_count": 0,
        "stdcell_area_sq_um": 1194,
    },
    "critical_path": {
        "critical_path_peak_fanout": 4,
        "crit_required_ns": 2.00,
        "path_class": "primary input to output pin",
        "max_stage_delay_ns": 0.47,
        "cp-end-kind": "output pin",
        "path_cells": "dlygate4sd2_1, nand4_1, or2_4, buf_4, nor2_2, clkdlybuf4s50_1",
        "cp-start-kind": "primary input",
        "cp_slowest_cell": "clkdlybuf4s50_1",
        "cp.arrival_ns": 1.92,
    },
    "placed_design": {
        "hpwl_mm": 1.871,
        "io_buffer_count": 40,
        "placed_area_sq_um": 1097,
        "gp_congestion": 0.8645,
    },
    "timing": {
        "maxSlewViolCount": 0,
        "min_period_ns": 2.424,
        "fin_crit_sh_pct": 96.96,
        "hold_ws_ns": 1.438,
        "clock.fmax_mhz": 412.5,
        "finalSetupViolCount": 0,
        "hold_viol": 0,
    },
    "die": {
        "core.rowCount": 21,
        "die_h_um": 80,
        "fp.coreArea_sq_um": 3416,
        "die_area_sq_um": 6400,
        "io_pins": 57,
        "fp_util_pct": 13.26,
        "chipWidth_um": 80,
    },
    "global_route": {
        "antenna_found_initial": 0,
        "first_global_vias": 813,
        "grt_pass1_wl_mm": 3.505,
        "grt_max_degree": 11,
        "grt.overflow.total": 0,
        "groute.usage.overall_pct": 6.399,
    },
    "run": {
        "warning_count": 48,
        "maxCapViolCount": 0,
    },
    "min_path": {
        "hold_class": "primary input to output pin",
    },
    "yosys": {
        "syn_avg_cell_area_sq_um": 5.960,
        "ys_cells": 76,
        "syn_area_sq_um": 452.9,
        "yosysUniqueCellTypes": 34,
        "synthCells": 76,
        "yosys_warnings": 1,
        "yosysChipArea_sq_um": 452.9,
        "postSynthSeqShare_pct": 0,
    },
    "power": {
        "powerDensity_nw_per_um2": 91.50,
        "p_sw_share_pct": 44.37,
        "p_leak_uw": 0.0005467,
        "p_comb_share_pct": 100.0,
        "vdd_drop_max_mv": 0.03207,
        "p_clk_share_pct": 0,
        "p_int_uw": 60.75,
        "power_frac_seq_pct": 0,
        "finalPower_uw": 109.2,
        "switchingPower_uw": 48.47,
    },
    "drt": {
        "drtIter0Drc": 26,
        "n_antenna_cell": 0,
        "firstDrtPassIters": 3,
        "routed_wl_mm": 2.284,
        "avgRoutedWirePerCell_um": 12.02,
        "ant_nets": 0,
        "viasPerCell": 4.184,
        "drc_errors": 0,
        "num_vias": 795,
    },
    "outcome": {
        "status": "completed",
    },
    "clock_tree": {
        "hold_buffers": 0,
    },
}
[repair_timing]
item | 4_1_cts | 5_1_grt
setup endpoints to repair | 23 | 15
cloned | 0 | 0
pin swaps | 11 | 9
gates resized | 52 | 25
buffers inserted | 4 | 1
[critical path: cells and delay by family]
kind	cells	cell delay, ns
buf+inv	3	0.90
simple gates	3	0.52
[final timing paths]
| path | start | end | cells past startpoint |
|---|---|---|---|
| worst min-delay path | instruction[14] | ALU_op[0] | 4 |
| worst max-delay path | instruction[5] | jl | 6 |
[stage by stage]
step                      setup slack [ns]  TNS (ns)  instances
after CTS                         -0.02467  -0.03844        189
final                              0.07590         0        190
after global routing              -0.01780  -0.04823        190
after detailed placement           -0.4825    -6.428        185
after floorplan                     0.4985         0         77
after global placement             -0.4698    -6.116        185
[power by group through the flow]
stage | registers, uW | logic, uW | clock network, uW
after CTS | 0 | 104 | 0
after global routing | 0 | 118 | 0
final | 0 | 109 | 0
[synth_stat cells (2+ instances only)]
| cell | n | area, sq um |
|---|---|---|
| nand2_1 | 5 | 18.77 |
| clkbuf_1 | 4 | 15.01 |
| or4_4 | 2 | 22.52 |
| and2_1 | 2 | 12.51 |
| nor3_1 | 8 | 40.04 |
| nand2b_1 | 4 | 25.02 |
| a31oi_1 | 3 | 18.77 |
| nor2b_1 | 5 | 31.28 |
| o21ai_0 | 2 | 10.01 |
| buf_4 | 2 | 15.01 |
| inv_1 | 2 | 7.510 |
| nor2_1 | 12 | 45.04 |
| nand4_1 | 2 | 12.51 |
| or3_1 | 2 | 12.51 |
| a21oi_1 | 2 | 10.01 |
[routing by layer]
layer	track usage [%]	vias up	share of wire [%]
li1	-	411	-
met1	7.327	361	41
met2	11.00	23	46
met3	2.955	0	12
met4	0.5282	0	0
met5	0	-	0
[kinds of logic (layout without fill, tap and decap cells)]
group,after synthesis,after routing,share of synthesized area (%)
other,1,2,0.8279
buffers and inverters,10,77,10.22
AND/OR/NAND/NOR,51,51,67.95
AND-OR/OR-AND,13,13,19.06
XOR/XNOR,1,1,1.934
[cell type report]
class	instances	share of cell area, %
repair buffers	74	51.57
multi-input cells	67	42.66
well taps	46	4.822
inverters	3	0.9434
Power and IR drop assume default switching activity.
