## design.v

```verilog
module register_file (
    input clk,
    input rst,
    input write_enable,
    input  [4:0] rs1,
    input  [4:0] rs2,  
    input  [4:0] rd1,
    input  [31:0] data_in,
    output [31:0] data1_out,
    output [31:0] data2_out
);
reg  [31:0] register [31:0];
integer i;  
always @(posedge clk) begin
    if (!rst) begin
        for (i  = 0; i < 32; i = i+1) begin
            register[i] <= 32'd0;
        end
    end else begin
        if (write_enable && (rd1 != 5'b0)) begin
            register[rd1] <= data_in;
        end
    end
end
assign data1_out = register[rs1];
assign data2_out = register[rs2]; 
endmodule
```

## run.sh

```bash
#!/bin/bash
# OpenROAD 26Q1-2900-gdf79404cd8, Yosys 0.63+post, stock flow scripts
make -C /OpenROAD-flow-scripts/flow DESIGN_CONFIG=/design/flow/config.mk WORK_HOME=/design/flow/orfs finish
```

## config.mk

```make
export PLATFORM = sky130hd
export DESIGN_NAME = register_file
export DESIGN_NICKNAME = register_file
export VERILOG_FILES = /design/flow/design.v
export SDC_FILE = /design/flow/constraint.sdc
export NUM_CORES = 4
export LEC_CHECK = 1
export CORE_UTILIZATION = 40
```

## constraint.sdc

```tcl
current_design register_file

set clk_period 24.0
set clk_io_pct 0.2

create_clock -name clk0 -period $clk_period [get_ports {clk}]

set non_clock_inputs [all_inputs -no_clocks]
set_input_delay [expr $clk_period * $clk_io_pct] -clock clk0 $non_clock_inputs
set_output_delay [expr $clk_period * $clk_io_pct] -clock clk0 [all_outputs]
```

==> CHANGELOG.md <==
### Changed

- Vias post-DR: 37900
- Final setup vio count: 0
- Inserted Clock Buffers: 115
- Pre-CTS worst setup slack: 9.85 ns
- Cell leakage power: 0.0240 uW
- Gr ovfl total: 0
- Final Max Slew Viols: 0
- CTS max path bufs: 3
- Worst-path fanout max: 38
- HP Class: input port to flip-flop
- Post-cts hold buffer count: 0
- Post-Syn Area: 0.0557 mm^2
- Power share of the clock group: 39.3%
- CTS tree: done
- Worst vdd ir: 0.0000581 V
- Global placer's final weighted congestion: 0.913
- IO buf count: 113
- CP arrival: 9.49 ns
- Post-CTS Setup Inserts: 0
- Final hold violations: 0
- Synth flops: 1024
- Setup TNS: 0 ns
- Die H: 375 um
- Critical path type: input port to primary output
- Number of flip-flops in the largest register: 1024
- Final wirelength: 195000 um
- Crit path DRT: 19.20 ns
- Startpoint Class: input port
- WL/cell: 30.2 um
- First-pass GRT wire length: 277000 um
- Core Region: 0.138 mm^2
- Tally of OpenROAD warnings: 26
- Reg power frac: 48.7%
- FP Util: 40.4%
- Post-synthesis cell count from yosys: 4609
- Fmax: 70.0 MHz
- P_sw: 1110 uW
- Most flops, register: register
- Top flop regs: register (1024)
- Slew headroom: 27.7%
- Die Area: 0.141 mm^2
- # resized after CTS: 0
- Status: completed
- Maximum capacitance violations: 0
- Clk Tree Root Cell: clkbuf_16
- Iteration-0 DRC Markers: 2453
- Synth Area per Inst: 12.1 um^2
- Final period utilization: 59.5%
- Antenna violations before repair: 10
- Number of remaining DRC errors: 0
- Cell taking the most area after synthesis: edfxtp_1
- Top Ports: 114
- Worst-path clk slew: 0.06 ns
- Sw frac: 25.6%
- Post-DP HPWL: 110000 um
- Slew of the pin with the lowest slew margin: 1.08 ns
- Critical Path End Type: primary output
- First drt pass iteration count: 8
- Synth area leaders: edfxtp_1 55%, mux2i_1 18%, and2_1 11%
- Synth top area share: 55.2%
- Total track usage: 29.6%
- Vias in the first global route: 38400
- ANT nets after route: 0
- Share of cells above drive strength 1: 8.48%
- Filler cell count: 12100
- Rows: 136
- Synth Seq Share: 55.2%
- H-tree depth: 3
- Min Tclk post-route: 14.29 ns
- RSZ-0062 raised after global routing: no
- Largest net degree at the start of global routing: 94
- P&R area growth vs syn: 12.2%
- Logic pwr share: 12.0%
- Setup ws final: 9.71 ns
- Die X: 375 um
- Yosys Chip Area: 0.0557 mm^2
- P_int: 3230 uW
- Number of clock sinks: 1024
- Pwr dens: 69.4 mW/mm^2
- Ys Warns: 1
- DR vias/cell: 5.85
- Synthesized instance count: 4609
- Synth cell types: 32
- Most numerous logic cells after layout: 1024 x mux2i_1, 1024 x edfxtp_1, 992 x and2_1
## power by group through the flow
stage / combinational (uW) / clock, uW / sequential [uW]
CTS: 513 / 1730 / 2110
global route: 549 / 1790 / 2130
finish: 519 / 1710 / 2110
## final cells by class
| type | instances | area, um^2 | share of cell area (%) |
|---|---|---|---|
| flip-flops and latches | 1024 | 30700 | 49.2 |
| multi-input cells | 3165 | 23600 | 37.7 |
| clock buffers | 144 | 3030 | 4.84 |
| repair buffers | 265 | 2350 | 3.77 |
| well taps | 1794 | 2240 | 3.59 |
| clock inverters | 69 | 549 | 0.878 |
| diodes | 10 | 25.0 | 0.0400 |
| inverters | 1 | 3.75 | 0.00600 |
## worst max-delay path, stage by stage
cell and delay, ns:
clkdlybuf4s50_1 0.61, nor2b_4 0.21, buf_4 0.47, buf_4 0.64, buf_4 0.67, buf_4 0.69, a22o_1 0.23, nor3_1 0.05
a31oi_1 0.42, nand3_1 0.13, clkdlybuf4s50_1 0.53
## metal layers
| metal | up-vias | global-route usage [%] | share of wire, % |
|---|---|---|---|
| met1 | 18400 | 38.0 | 37 |
| met2 | 2244 | 40.6 | 43 |
| met4 | 22 | 10.4 | 4.3 |
| met5 | - | 1.99 | 0.24 |
| met3 | 392 | 20.3 | 16 |
| li1 | 16800 | - | - |
## Yosys cell counts
| master | instances |
|---|---|
| nand2b_1 | 4 |
| buf_6 | 3 |
| a22oi_1 | 192 |
| inv_1 | 1 |
| clkbuf_1 | 254 |
| nor3_1 | 64 |
| clkbuf_2 | 18 |
| or2_2 | 2 |
| a31oi_1 | 64 |
| nand4b_1 | 1 |
| or3_1 | 1 |
| nand2_1 | 196 |
| nand3b_1 | 3 |
| nor2_4 | 5 |
| or3_4 | 1 |
| a21oi_1 | 192 |
| buf_2 | 82 |
| a22o_1 | 128 |
| nand2_2 | 1 |
| o21ai_0 | 31 |
| nor2_1 | 23 |
| and2_1 | 994 |
| or3b_1 | 2 |
| conb_1 | 1 |
| nand4_1 | 1 |
| nand3_1 | 193 |
| buf_1 | 33 |
| edfxtp_1 | 1024 |
| nor2b_1 | 4 |
| nor2_2 | 7 |
| mux2i_1 | 1024 |
| buf_4 | 60 |
## through the flow
stage	area, um^2	util (%)	std cells	hold slack [ns]	total power, uW
2_1_floorplan	55800	-	4640	5.00	2440
3_3_place_gp	58900	42.8	6249	5.43	2660
3_5_place_dp	58900	42.8	6249	5.43	2660
4_1_cts	62500	45.4	6462	4.63	4360
5_1_grt	62500	45.4	6462	4.69	4460
6_report	62500	45.4	6472	4.71	4340
## path summary, 6_finish.rpt
check               from                             end  slack (ns)  depth (start not counted)
setup / recovery  rs1[2]                   data1_out[14]        9.71                         11
hold / removal       rst  register[15][11]$_SDFFCE_PN0P_        4.71                          2
## cell families (layout without fill, tap and decap cells)
family	count (synthesis)	count (layout)	share of synthesized area [%]
buffers and inverters	451	479	3.71
multiplexers	1024	1024	18.4
other	1	42	0.00673
AND/OR/NAND/NOR	1502	1502	15.4
AND-OR/OR-AND	607	607	7.32
flip-flops	1024	1024	55.2
Power is estimated from default activity; no workload was simulated.
