[flow/config.mk]
export PLATFORM = sky130hd
export DESIGN_NAME = alu
export DESIGN_NICKNAME = alu
export VERILOG_FILES = /design/flow/design.v
export SDC_FILE = /design/flow/constraint.sdc
export NUM_CORES = 4
export LEC_CHECK = 1
export CORE_UTILIZATION = 40
[flow/constraint.sdc]
current_design alu

set clk_period 20.1
set clk_io_pct 0.2

create_clock -name clk0 -period $clk_period

set non_clock_inputs [all_inputs -no_clocks]
set_input_delay [expr $clk_period * $clk_io_pct] -clock clk0 $non_clock_inputs
set_output_delay [expr $clk_period * $clk_io_pct] -clock clk0 [all_outputs]
[flow/design.v]
module alu (
    input a_n,
    input b_n,
    input  [31:0] a,
    input  [31:0] b,
    input  [3:0] ALU_op,
    output reg [31:0] result,
    output zero,
    output overflow
);
wire [31:0] a_updated;
wire [31:0] b_updated;
wire cout;
wire [1:0] cin;
wire [31:0] result_sum;
assign a_updated = a_n ? ~a : a;
assign b_updated = b_n ? ~b : b;
assign cin[1]  = a_n & b_n;
assign cin[0]  = a_n ^ b_n;
assign {cout, result_sum} = a_updated + b_updated + cin;
assign zero = ~|result_sum; 
assign overflow = (a_updated[31] ^~ b_updated[31]) && (result_sum[31] != a_updated[31]);   
always @(*) begin
    case (ALU_op)
        4'b0000 : result = a_updated & b_updated;
        4'b0001 : result = a_updated | b_updated;
        4'b0010 : result = a_updated ^ b_updated;
        4'b0011 : result = result_sum;
        4'b0100 : result = {30'b0,  result_sum[31] ^ overflow};    
        4'b0101 : result = {30'b0, !(result_sum[31] ^ overflow)};  
        4'b0110 : result = {30'b0, zero};                          
        4'b0111 : result = {30'b0, !zero};                         
        4'b1000 : result = a << b[4:0];                                 
        4'b1001 : result = a >> b[4:0];                                 
        4'b1010 : result = a >>> b[4:0];                                
        4'b1011 : result = {30'b0,  !cout};                       
        4'b1100 : result = {30'b0,  cout};                        
        default: result = 32'hXXXXXXXX;
    endcase
end
endmodule
[flow/run.sh]
#!/bin/bash
# OpenROAD 26Q1-2900-gdf79404cd8, Yosys 0.63+post, stock flow scripts
make -C /OpenROAD-flow-scripts/flow DESIGN_CONFIG=/design/flow/config.mk WORK_HOME=/design/flow/orfs finish
==> metrics.sh <==
OUTCOME='complete, no violations'
LEAKAGE_POWER_OF_THE_DESIGN_nW=3.83
ANTENNA_LEFT=0
POST_SYNTH_MAIN_LOGIC_FAMILY='AND-OR/OR-AND gates'
SYNTH.CELLMIX.COMPOUNDSHARE=0.313
POST_SYNTH_XOR_AREA_FRACTION=0.119
WL_PER_CELL_UM=22.1
WORST-PATH-MAX-FANOUT=33
FIRST_PASS_DRT_ITERATIONS=30
ROUTED-VIA-COUNT=8367
FLOORPLAN_STAGE_CORE_UTILIZATION=0.410
AREA_LEADERS='ha_1 16%, mux2i_1 12%, xor2_1 9.2%'
ROUTE.DETAILED.DRC=0
SEQ_TOTAL_AREA_YOSYS=0
DRT_ITER0_MARKERS=702
ROUTED_VIA_DENSITY=6.10
SETUP_CRIT_PATH_KIND='in -> out'
POSTCTSSETUPREPAIRBUFS=0
MAX_SLEW.WORST_PIN.SLEW_NS=0.933
GRT_MAX_DEGREE=94
CTS-RESIZED-GATES=0
CAP_VIOLATIONS=0
LAYOUT_WORST_PATH_CYCLE_SHARE=0.676
HOLD_PATH.STARTPOINT='b[1]'
MAX_FREQ_MHz=73.5
SEQUENTIAL_CELL_TOTAL=0
WORST_PATH_LARGEST_CELL_DELAY_NS=0.57
SETUP_VIOLATIONS=0
YS_SH_SIMPLE=0.184
FINALINSTANCEAREA_UM2=8550
CP.REQUIRED_NS=16.08
POSTSYNTHCELLCOUNT=1100
UNREPAIRED_SETUP_ENDPOINTS_AFTER_GLOBAL_ROUTING='no'
PLACE.GP.CONGESTION=1.02
IO_BUFFERS=104
CPLARGESTDELAYFAMILY='simple AND/OR/NAND/NOR gates'
YOSYS_WARNING_TALLY=1
WORST_IR_DROP_VDD_mV=0.0334
PLACE_HPWL_UM=24700
FINAL_HOLD_VIOL_COUNT=0
CRITPATHSLOWESTCELL='or4_1'
DETAILED_PLACE.AREA_UM2=8550
SHORTEST_CLOCK_PERIOD_THE_WORST_PATH_ALLOWS_AFTER_LAYOUT_NS=13.60
WORST_MAX_SLEW_MARGIN_EXPRESSED_RELATIVE_TO_THE_LIMIT=0.376
STAGE_LOG_WARNINGS=64
GROUTE.USAGE.OVERALL=0.317
ANTENNA_FOUND_INITIAL=0
ARRIVAL_NS=9.58
FRACTION_OF_SYNTHESIZED_AREA_IN_MULTIPLEXERS=0.136
HOLD_PATH.CLASS='in -> out'
VIA_COUNT_OF_THE_FIRST_GLOBAL_ROUTING_PASS=7737
MEAN_CELL_AREA_OF_THE_MAPPED_NETLIST_UM2=6.74
GR-TOTAL-OVERFLOW=0
FINAL_CELL_UTILIZATION_OF_THE_CORE=0.473
WORSTPATHCELLLIST='buf_2, buf_4, xor2_1, inv_1, fa_1, inv_1, ha_1, inv_1, fa_1, nand2b_1, a21o_1, a211oi_2, a221o_2, xnor2_2, nor4b_2, nand4b_1, or4_1, o311a_1, or3_1, clkdlybuf4s50_1'
POST-SYNTH-TOP-AREA-CELL='ha_1'
CHIP_AREA_UM2=19100
ENDPOINT='result[0]'
SETUP_TNS_NS=0
SYN-CELL-AREA_UM2=7420
GRT_FIRST_PASS_WIRELENGTH_UM=46200
DRIVE_ABOVE_1_SHARE=0.0437
SYN_TO_FINAL_GROWTH_PCT=15.2
ANTENNA-DIODE-COUNT=0
CP_NUM_CELLS=20
CRIT_PATH_START_KIND='primary input'
ROUTE.FINAL.WIRE_LENGTH_UM=30300
CRIT_PATH_END_KIND='output port'
SYNTH-ADDER-AREA-SHARE=0.169
YS_AREA_UM2=7420
DESIGN.PORTCOUNT=104
DPL_WORST_SLACK_NS=6.55
TIMING_MAX_TRANSITION_VIOLATIONS_FINAL=0
NFILLCELLS=1899
CRIT_PATH_FREQUENT_CELL='inv_1'
LAYOUT.AREA.SEQ_UM2=0
CTS_HOLD_REPAIR.BUFFERS=0
YS_CELLS=1100
FIRST_ELEMENT_OF_THE_CRITICAL_PATH='b_n'
P_PER_AREA_nW_PER_UM2=47.8
DIE_W_UM=138
CORE-AREA_UM2=18100
PLACEMENT_ROWS=49
SYNTH_LARGEST_TYPE_AREA_FRACTION=0.164
LAYOUT_SETUP_WS_NS=6.50
SYNTH_CELL_TYPES=71
CLOCKBUFFERCOUNT=0
CP_NUM_BUF_INV=6
DIE_HEIGHT_UM=138
## synthesized netlist by cell type, types with 7 or more instances
master      n
a211oi_1    7
a21o_1     14
a21oi_1    86
a221oi_1   16
a22oi_1     9
a31oi_1     9
buf_1      20
clkbuf_1   54
ha_1       97
inv_1      78
mux2i_1    87
nand2_1    61
nand2b_1   32
nand3_1    12
nand4_1     9
nor2_1    125
nor3_1     11
nor4_1      7
o211ai_1   16
o21a_1     17
o21ai_0   110
o22ai_1    18
o31ai_1     7
or3_1       7
xnor2_1    16
xor2_1     78
## cells in the final DEF (no fill, tap or decap), drive strengths merged, types with 8 or more instances in the layout
cell and n:
o22ai 18, a31oi 9, xnor2 18, a211oi 10, nor3 11, a21oi 89, ha 97, o21a 17
buf 21, o31ai 8, a221oi 16, nand3 12, a21o 14, a22oi 9, mux2i 87, o211ai 17
clkdlybuf4s50 98, nor2 125, o21ai 114, nand2 61, nand2b 32, nand4 9, xor2 78, inv 80
## per-layer routing
metal | vias to the layer above | track usage | routed length [µm]
li1 | 4076 | - | -
met1 | 3861 | 0.463 | 13600
met2 | 377 | 0.491 | 13500
met3 | 53 | 0.0229 | 1950
met4 | 0 | 0.114 | 1230
met5 | - | 0 | 0
## worst min path at each step
stage	depth (start not counted)	slack, ns	to
finish	5	9.05	result[1]
CTS	5	9.07	result[1]
global route	5	9.12	result[1]
## layout make-up
type                       count  area (µm²)  share of cell area
timing repair buffer         119        1120               0.131
multi-input combinational    944        6840               0.800
tap                          229         287              0.0335
inverter                      80         300              0.0351
## power by group
group	internal [mW]	switching [mW]	leakage, nW
registers	0	0	0
clock network	0	0	0
logic	0.163	0.245	3.83
## per-stage QoR
step,power [mW],hold WS (ns),cells
floorplan,0.269,8.31,1100
global placement,0.403,9.06,1372
detailed placement,0.399,9.06,1372
CTS,0.402,9.07,1372
global route,0.443,9.12,1372
finish,0.408,9.05,1372
## cells by family after synthesis
kind of cell    after synthesis
simple gates                290
mux                          95
xor+xnor                     97
fa+ha+maj                    99
compound gates              363
buf+inv                     156
No activity file was given, so power comes from the tool's default toggle rates.
